==> ./run.sh <==
#!/bin/bash
# OpenROAD 26Q1-2900-gdf79404cd8, Yosys 0.63+post, stock flow scripts
make -C /OpenROAD-flow-scripts/flow DESIGN_CONFIG=/design/flow/config.mk WORK_HOME=/design/flow/orfs finish
==> ./config.mk <==
export PLATFORM = sky130hd
export DESIGN_NAME = sram_2port
export DESIGN_NICKNAME = sram_2port
export VERILOG_FILES = /design/flow/design.v
export SDC_FILE = /design/flow/constraint.sdc
export NUM_CORES = 4
export LEC_CHECK = 1
export CORE_UTILIZATION = 40
export SYNTH_MEMORY_MAX_BITS = 65536
==> ./constraint.sdc <==
current_design sram_2port

set clk_period 12.2
set clk_io_pct 0.2

create_clock -name clk0 -period $clk_period [get_ports {clk}]

set non_clock_inputs [all_inputs -no_clocks]
set_input_delay [expr $clk_period * $clk_io_pct] -clock clk0 $non_clock_inputs
set_output_delay [expr $clk_period * $clk_io_pct] -clock clk0 [all_outputs]
==> ./design.v <==
module sram_2port(
	input wire clk,
	output reg [15:0] rd_data,  
	input wire [7:0] rd_addr,  
	input wire rd_en,  
	input wire [15:0] wr_data,  
	input wire [7:0] wr_addr,  
	input wire wr_en  
);
	reg [15:0] ram_mem [256:0];  
	always @(posedge clk) begin
		if(wr_en) begin
			ram_mem[wr_addr] <= wr_data;
		end
		if(rd_en) begin
			rd_data <= ram_mem[rd_addr];
		end
	end
endmodule
==> impl_metrics.xml <==
<?xml version="1.0" encoding="UTF-8"?>
<metrics>
  <group name="synthesis">
    <metric name="synthCells" unit="">7398</metric>
    <metric name="synthesis.area_per_instance" unit="um2">21.5</metric>
    <metric name="synthXorXnorAreaFrac" unit="%">0</metric>
    <metric name="synth_sequential_area_ratio" unit="%">77.8</metric>
    <metric name="post_synth_instance_area" unit="um2">159000</metric>
    <metric name="ys_sh_mux" unit="%">15.0</metric>
    <metric name="flip_flops_with_a_built_in_enable" unit="">4112</metric>
    <metric name="top_logic_kind" unit="">multiplexers</metric>
    <metric name="most_used_flip_flop_cell_after_synthesis" unit="">sky130_fd_sc_hd__edfxtp_1</metric>
    <metric name="yosysCellCount" unit="">7398</metric>
    <metric name="yosys.area_share.aoi" unit="%">3.40</metric>
    <metric name="synthArstFlopShare" unit="%">0</metric>
    <metric name="synth_area_in_simple_gates" unit="%">2.21</metric>
    <metric name="synth-area-yosys" unit="um2">159000</metric>
    <metric name="postSynthRegisterBits" unit="">4112</metric>
    <metric name="synth.cellmix.adderShare" unit="%">0</metric>
    <metric name="yosysUniqueCellTypes" unit="">67</metric>
    <metric name="yosysWarnings" unit="">1</metric>
  </group>
  <group name="place">
    <metric name="post-dp-hpwl" unit="um">258000</metric>
    <metric name="place_congestion" unit="">0.923</metric>
    <metric name="place_inst" unit="">12700</metric>
    <metric name="dp_worst_setup_slack" unit="ps">3740</metric>
    <metric name="port_buffers" unit="">50</metric>
  </group>
  <group name="sta">
    <metric name="final-max-slew-violation-count" unit="">0</metric>
    <metric name="hold_violations" unit="">0</metric>
    <metric name="fmaxAchievable" unit="MHz">137</metric>
    <metric name="setup_repair_after_global_routing_missed_its_margin" unit="">false</metric>
    <metric name="fin_skew" unit="ps">68.5</metric>
    <metric name="finalCritPeriodShare" unit="%">59.9</metric>
    <metric name="tightest_slew" unit="ps">1420</metric>
    <metric name="period_minus_slack" unit="ps">7300</metric>
    <metric name="final_critical_path_setup_slack" unit="ps">4900</metric>
    <metric name="hold-worst-slack" unit="ps">1080</metric>
    <metric name="summed_negative_setup_slack_over_all_endpoints" unit="ps">0</metric>
    <metric name="max-slew-margin-rel" unit="%">4.29</metric>
    <metric name="report.final.setup_viol" unit="">0</metric>
  </group>
  <group name="route">
    <metric name="num_vias" unit="">77800</metric>
    <metric name="post_detailed_route_via_to_cell_ratio" unit="">5.76</metric>
    <metric name="drt_pass1_iterations" unit="">7</metric>
    <metric name="post_detailed_route_wirelength_per_cell" unit="um">31.8</metric>
    <metric name="antenna_nets_post_route" unit="">0</metric>
    <metric name="route.detailed.drc" unit="">0</metric>
    <metric name="totalWireLength" unit="um">430000</metric>
    <metric name="drt_first_iter_violations" unit="">5112</metric>
  </group>
  <group name="clock_tree">
    <metric name="ctsResizeCount" unit="">0</metric>
    <metric name="cts-root-to-sink-buffers" unit="">4</metric>
    <metric name="clk_pin_slew" unit="ps">60</metric>
    <metric name="cts_tree" unit="">built</metric>
    <metric name="clock-root-buffer" unit="">sky130_fd_sc_hd__clkbuf_16</metric>
    <metric name="cts_hold_buffers" unit="">0</metric>
    <metric name="cts.htree.levels" unit="">5</metric>
    <metric name="setup_fix_bufs_post_cts" unit="">0</metric>
    <metric name="tritoncts.num_buffers" unit="">411</metric>
    <metric name="clock_latency" unit="ps">980</metric>
    <metric name="cts.sinks" unit="">4112</metric>
  </group>
  <group name="worst_setup_path">
    <metric name="crit_required" unit="ps">12930</metric>
    <metric name="critical_path_class" unit="">in -&gt; reg</metric>
    <metric name="setup.worst_path.start_class" unit="">input port</metric>
    <metric name="worstSetupEndpointType" unit="">register</metric>
    <metric name="cp_data_arrival_time" unit="ps">8030</metric>
    <metric name="critPathMaxFanout" unit="">45</metric>
  </group>
  <group name="pwr">
    <metric name="power_frac_seq" unit="%">52.9</metric>
    <metric name="swShare" unit="%">21.3</metric>
    <metric name="clockPowerShare" unit="%">42.3</metric>
    <metric name="p_sw" unit="W">0.00629</metric>
    <metric name="intPower" unit="W">0.0232</metric>
    <metric name="power.leakage" unit="nW">56.7</metric>
    <metric name="power.density_cell_area" unit="nW/um2">163</metric>
    <metric name="ir_worst_vdd" unit="uV">118</metric>
    <metric name="power" unit="W">0.0295</metric>
    <metric name="comb_power_share" unit="%">4.9</metric>
  </group>
  <group name="cells_and_area">
    <metric name="final-instance-count-excl-fill" unit="">13500</metric>
    <metric name="final_layout_size_suffix_gt1_share" unit="%">25.7</metric>
    <metric name="layout_top_cells" unit="">4112 x sky130_fd_sc_hd__edfxtp_1, 843 x sky130_fd_sc_hd__mux4_2, 498 x sky130_fd_sc_hd__buf_4, 414 x sky130_fd_sc_hd__clkbuf_16, 385 x sky130_fd_sc_hd__mux2i_1</metric>
    <metric name="layout_top_cell" unit="">sky130_fd_sc_hd__edfxtp_1</metric>
    <metric name="multiInputGateArea" unit="um2">33000</metric>
    <metric name="fillCellCount" unit="">31700</metric>
    <metric name="ff_latch_area" unit="um2">123000</metric>
    <metric name="synthToLayoutAreaGrowth" unit="%">14.1</metric>
  </group>
  <group name="flow_run">
    <metric name="max_cap_violations" unit="">0</metric>
    <metric name="log.warning_count" unit="">26</metric>
  </group>
  <group name="floorplanning">
    <metric name="chip_area" unit="um2">399000</metric>
    <metric name="floorplan.die.width" unit="um">632</metric>
    <metric name="ioPinCount" unit="">51</metric>
    <metric name="fp-utilization" unit="%">40.3</metric>
    <metric name="core-area" unit="um2">394000</metric>
    <metric name="die_height" unit="um">632</metric>
    <metric name="standard_cell_rows" unit="">230</metric>
  </group>
  <group name="global_route">
    <metric name="antenna_found_initial" unit="">23</metric>
    <metric name="grt-ovfl-total" unit="">0</metric>
    <metric name="global_route_wire_length_before_repair" unit="um">612000</metric>
    <metric name="grt_max_degree" unit="">97</metric>
    <metric name="grt_pass1_vias" unit="">85000</metric>
    <metric name="grt_util_all_layers" unit="%">23.8</metric>
  </group>
  <group name="hold_path">
    <metric name="min_path_type" unit="">reg -&gt; reg</metric>
  </group>
  <group name="run_status">
    <metric name="outcome" unit="">finished clean</metric>
  </group>
</metrics>
state kept, by name, summed over array words and instances (netlist names):
register and count:
ram_mem 4096, rd_data 16
power by group through the flow:
stage	Sequential (W)	Clock (W)	Combinational [W]
CTS	0.0156	0.0127	0.00145
global route	0.0156	0.0132	0.00154
finish	0.0156	0.0125	0.00144
cells by family after synthesis:
family	after synthesis
DFF	4112
muxes	1317
and+or+nand+nor	769
AOI/OAI and AO/OA	746
buffers and inverters	454
final cells by class:
class | count | share of cell area [%]
Timing Repair Buffer | 559 | 2.53
Sequential cell | 4112 | 68.2
Clock buffer | 498 | 5.90
Clock inverter | 266 | 1.46
Inverter | 12 | 0.0304
Antenna cell | 12 | 0.0166
Multi-Input combinational cell | 2832 | 18.3
Tap cell | 5220 | 3.61
routing by layer:
metal / GRT usage (%) / wire length [um]
met1: 26.5 / 130000
met2: 34.1 / 199000
met3: 20.5 / 83500
met4: 7.15 / 16000
met5: 2.63 / 1510
worst max-delay path, cell delays in order:
cell and delay, ps:
sky130_fd_sc_hd__buf_8 320, sky130_fd_sc_hd__buf_4 610, sky130_fd_sc_hd__buf_4 590, sky130_fd_sc_hd__buf_4 610, sky130_fd_sc_hd__buf_4 490, sky130_fd_sc_hd__buf_4 620
sky130_fd_sc_hd__mux4_2 410, sky130_fd_sc_hd__mux4_2 520, sky130_fd_sc_hd__nand3_1 130, sky130_fd_sc_hd__o21ai_0 180, sky130_fd_sc_hd__nor4_1 700, sky130_fd_sc_hd__buf_4 230
sky130_fd_sc_hd__nor3_1 50
final timing paths:
path,from,to,cells after the start,slack [ps]
setup / recovery,rd_addr[1],rd_data[14],13,4900
hold reg to reg,ram_mem[32][15],rd_data[15],5,1080
setup reg to reg,ram_mem[201][6],rd_data[6],7,8690
hold / removal,ram_mem[32][15],rd_data[15],5,1080
stage by stage:
stage / cell area (um2) / util, %
2_1_floorplan: 159000 / -
3_3_place_gp: 168000 / 42.6
3_5_place_dp: 168000 / 42.6
4_1_cts: 181000 / 46.0
5_1_grt: 181000 / 46.0
6_report: 181000 / 46.0
cells in the mapped netlist (46+ instances only):
library cell               count  area share, %
sky130_fd_sc_hd__buf_4        62           0.29
sky130_fd_sc_hd__buf_6        51           0.36
sky130_fd_sc_hd__buf_2        98           0.31
sky130_fd_sc_hd__edfxtp_1   4112             78
sky130_fd_sc_hd__mux2_2       73           0.52
sky130_fd_sc_hd__mux4_2      843             12
sky130_fd_sc_hd__nor3_1       79           0.25
sky130_fd_sc_hd__o221ai_1     86           0.47
sky130_fd_sc_hd__a221oi_1     89           0.49
sky130_fd_sc_hd__a21oi_1     113           0.36
sky130_fd_sc_hd__o22ai_1     108           0.43
sky130_fd_sc_hd__clkbuf_1    188           0.44
sky130_fd_sc_hd__o21ai_0      46           0.15
sky130_fd_sc_hd__mux2i_1     385            2.4
sky130_fd_sc_hd__a22oi_1     127           0.60
sky130_fd_sc_hd__nand2_1     101           0.24
sky130_fd_sc_hd__nor4_1       48           0.19
sky130_fd_sc_hd__nor2_1      400           0.95
Power is estimated from default activity; no workload was simulated.
